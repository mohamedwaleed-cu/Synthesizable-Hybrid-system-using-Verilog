<file path="run.sh">
#!/bin/bash
# OpenROAD 26Q1-2900-gdf79404cd8, Yosys 0.63+post, stock flow scripts
make -C /OpenROAD-flow-scripts/flow DESIGN_CONFIG=/design/flow/config.mk WORK_HOME=/design/flow/orfs finish
</file>
<file path="config.mk">
export PLATFORM = sky130hd
export DESIGN_NAME = ClkDiv
export DESIGN_NICKNAME = ClkDiv
export VERILOG_FILES = /design/flow/design.v
export SDC_FILE = /design/flow/constraint.sdc
export NUM_CORES = 4
export LEC_CHECK = 1
export CORE_AREA = 10 10 70 70
export DIE_AREA = 0 0 80 80
</file>
<file path="constraint.sdc">
current_design ClkDiv

set clk_period 3.1
set clk_io_pct 0.2

create_clock -name clk0 -period $clk_period [get_ports {i_ref_clk}]

set non_clock_inputs [all_inputs -no_clocks]
set_input_delay [expr $clk_period * $clk_io_pct] -clock clk0 $non_clock_inputs
set_output_delay [expr $clk_period * $clk_io_pct] -clock clk0 [all_outputs]
</file>
<file path="design.v">
`timescale 1ns / 1ps
module ClkDiv#(parameter div_bits=8)(
input   i_ref_clk,
input   i_rst_n,
input   i_clk_en,
input  [div_bits-1:0] i_div_ratio,
output       o_div_clk
    );
 reg [2:0] counter=3'b000;
 reg flag;   
 wire [div_bits-1:0] temp;
 wire state;
 wire is_one,is_zero,clk_en;
 reg div_clk;
 always@(posedge i_ref_clk or negedge i_rst_n)
 begin
    if(!i_rst_n)
    begin
        div_clk<=0;
        counter<=0;
        flag<=0;
    end
    else
    begin
            if(clk_en)
            begin
            case(state)
            1'b1: begin          
                        if(counter==temp)
                        begin
                        div_clk<=~div_clk;
                        counter<=3'b000;
                        flag<=1;
                        end
                        else if(flag && (counter==temp-1))
                        begin
                        div_clk<=~div_clk;
                        counter<=0;
                        flag<=0;
                        end
                        else
                        begin
                        div_clk<=div_clk;
                        counter<=counter+1;
                        flag<=flag;
                        end
                     end
             1'b0:begin          
                         if(counter==temp-1)
                            begin
                            div_clk<=~div_clk;
                            counter<=3'b000;
                            end
                            else
                            begin
                            div_clk<=div_clk;
                            counter<=counter+1;
                            end            
                  end 
             default:      div_clk<=div_clk;      
            endcase
            end  
            else    
            begin
            counter<=0;
            div_clk<=0;
            flag<=0;
            end            
    end          
 end
assign state = (i_div_ratio[0])?1'b1:1'b0;     
assign temp = (state)?((i_div_ratio-1)>>1):(i_div_ratio>>1);
assign is_one  = (i_div_ratio == 1'b1) ;    
assign is_zero = ~|i_div_ratio ;            
assign clk_en = i_clk_en & !is_one & !is_zero;
assign o_div_clk = clk_en ? div_clk : i_ref_clk ;      
endmodule
</file>
==> qor.txt <==
Logic depth of the worst path, buffers included = 6
Number of cell instances after yosys synthesis = 55
Floorplan Utilization = 15.4%
Path class of the lowest-slack min-delay path = flip-flop to flip-flop
CORE AREA = 0.00342 mm2
Area growth, synth to finish = 52.1%
Diode count = 0
Crit share post-route = 90.2%
Most common logic cell in the routed design = sky130_fd_sc_hd__clkdlybuf4s50_1
Slew HR = 68.6%
Mapped cell area = 526 um2
Number of antenna violations at the first check in global routing = 0
Fraction of power spent switching nets = 28.1%
Min cycle time layout = 2800 ps
Antenna-violating nets left = 0
Area contributors post-synth = sky130_fd_sc_hd__dfrtp_1 (24%), sky130_fd_sc_hd__ha_1 (7.1%), sky130_fd_sc_hd__xnor2_1 (5.0%)
Top cell area share = 23.8%
Die height = 80 um
Post-route setup TNS = 0 ps
OpenROAD warning count = 29
CP Cell Sequence = clkdlybuf4s50_1 > or4_4 > o21ai_4 > nor2_2 > a21o_1 > dlymetal6s2s_1
Crit path buffers/inverters = 2
Gr usage total = 4.47%
Logic depth of the worst register-to-register path = 5
Number of hold buffers added after CTS = 0
Via count of the first global-routing pass = 555
Overflow after GRT = 0
Detailed-route wire length = 1.35 mm
Detailed-route via count = 502
Wire length of the first global-routing pass = 2.35 mm
Worst R2R Setup Slack = 1460 ps
Final hold vios = 0
Critical Path Fanout Max = 3
Register share of total power = 25.3%
Worst Tran Pin Value = 471 ps
Instance tally after logic synthesis = 55
Row count = 21
Clk ins delay skew pair = 340 ps
Worst vdd rail ir drop = 0.125 mV
Chip Area, Yosys = 526 um2
Leading cell types in the layout, fill and taps excluded = sky130_fd_sc_hd__clkdlybuf4s50_1 (10), sky130_fd_sc_hd__clkbuf_4 (6), sky130_fd_sc_hd__buf_4 (6)
Count of synthesis-stage warnings from yosys = 1
Total iterations of the first detailed-routing run = 4
Final core utilization = 23.4%
Max-cap viol count = 0
Psw = 0.0000881 W
Number of DRC markers after the initial detailed-route iteration = 55
Setup Buffers After CTS = 0
Max frequency = 358 MHz
Fraction of layout cells with a size suffix above 1 = 32.9%
# setup viols final = 0
Vias per Instance = 4.02
Final weighted congestion in routability-driven placement = 0.849
Setup crit end kind = output pin
I/O pin count = 12
Standby leakage power = 0.326 nW
CP delay by family, top = simple AND/OR/NAND/NOR gates
Part of the total power dissipated in the clock network = 46.1%
Post-synth regs = 5
Launching element type of the critical path = input pin
Maximum number of pins on one net before global-route repair = 8
Required time of the critical path = 2480 ps
Post-synthesis cell type with the largest combined area = sky130_fd_sc_hd__dfrtp_1
Count of port buffers added during placement = 11
Destination of the worst register-to-register timing path = counter[2]
Clock-pin slew on the worst setup and hold paths = 40 ps
Wire length per cell = 10.8 um
Startpoint of the worst setup timing path = i_div_ratio[5]
Critical path type = input pin to output pin
Arrival time at the worst endpoint = 2180 ps
Mean Syn Cell Area = 9.55 um2
Width of the die = 80 um
RSZ-0062 raised after global routing = false
Clock Skews = 0.596 ps
Register share after synthesis = 23.8%
Part of the total power dissipated in combinational logic = 28.5%
Dpl ws = 74.4 ps
Setup slack of the critical path after layout = 305 ps
Total DRC errors in the routed layout = 0
Hpwl dp = 1.13 mm
Power per cell area = 392 mW/mm2
Number of max-slew violations in the final report = 0
Internal portion of total power = 0.000225 W
Worst-path cell with the longest stage delay = sky130_fd_sc_hd__or4_4
Clock tree from TritonCTS = yes
Distinct lib cells used = 33
Critical path's largest stage delay = 570 ps
Status = complete, no violations
Critical register-to-register path startpoint = counter[2]
Die Outline Area = 0.00640 mm2
Timing endpoint of the critical path = o_div_clk
[repair_timing]
item	CTS	global route
gates resized	0	3
pin swaps	1	2
setup endpoints to repair	1	1
[power by group through the flow]
stage	clock (W)	sequential (W)	combinational (W)
final	0.000144	0.0000794	0.0000895
after global routing	0.000161	0.0000809	0.000101
after CTS	0.000158	0.0000796	0.0000871
[final cells by class]
type / instances / area (um2)
Fill cell: 371 / 2620
Multi-Input combinational cell: 47 / 399
Timing Repair Buffer: 16 / 145
Sequential cell: 5 / 125
Clock buffer: 8 / 61.3
Tap cell: 46 / 57.6
Inverter: 3 / 11.3
[cell families (layout without fill, tap and decap cells)]
logic type                 count (synthesis)  count (layout)  share of synthesized area (%)
muxes                                      2               2                           4.05
and+or+nand+nor                           23              23                           32.1
DFF                                        5               5                           23.8
AOI/OAI and AO/OA                         13              13                           19.3
adders and majority gates                  3               3                           7.14
xor gates and xnor gates                   6               6                           11.4
buffers and inverters                      3              27                           2.14
[state kept, by name, summed over array words and instances (netlist names)]
name / flops
counter: 3
div_clk: 1
flag: 1
[synthesized netlist by cell type (all sizes together)]
| cell type | number |
|---|---|
| a2111o | 1 |
| a2111oi | 1 |
| a211o | 1 |
| a21o | 1 |
| a21oi | 1 |
| a221oi | 1 |
| a311oi | 1 |
| and2 | 1 |
| and4 | 1 |
| dfrtp | 5 |
| ha | 3 |
| inv | 3 |
| mux2 | 1 |
| mux2i | 1 |
| nand2 | 3 |
| nand2b | 2 |
| nand3b | 1 |
| nor2 | 2 |
| nor2b | 1 |
| nor3 | 3 |
| nor3b | 1 |
| nor4 | 2 |
| nor4b | 1 |
| o2111ai | 1 |
| o21a | 1 |
| o21ai | 4 |
| or2 | 2 |
| or3 | 1 |
| or4 | 2 |
| xnor2 | 3 |
| xor2 | 3 |
[metrics by stage]
stage	instances	hold slack (ps)	instance area, um2	power (W)
floorplan	55	324	526	0.000136
global placement	118	488	738	0.000184
detailed placement	118	495	738	0.000185
CTS	125	494	787	0.000325
global route	125	492	800	0.000343
finish	125	493	800	0.000313
[layer usage]
layer  up-vias  GRT usage, %  share of wire (%)
met4         0          1.41                  0
met3         0          2.95                 10
met1       227          5.32                 46
met5         -             0                  0
met2        17          6.34                 44
li1        258             -                  -
[worst register-to-register path, stage by stage (launching register included)]
cell and delay [ps]:
sky130_fd_sc_hd__dfrtp_1 400, sky130_fd_sc_hd__xor2_2 180, sky130_fd_sc_hd__xor2_1 150, sky130_fd_sc_hd__a2111o_1 450, sky130_fd_sc_hd__nor3b_2 240, sky130_fd_sc_hd__nor4_1 100
[how the worst min path moves through the flow]
stage           from    endpoint  slack (ps)  depth (start not counted)
6_report  counter[0]  counter[0]         490                          1
5_1_grt      i_rst_n        flag         490                          1
4_1_cts      i_rst_n  counter[0]         490                          1
No activity file was given, so power comes from the tool's default toggle rates.
