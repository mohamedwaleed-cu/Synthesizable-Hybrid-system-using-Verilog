**/design/flow/run.sh**
```bash
#!/bin/bash
# OpenROAD 26Q1-2900-gdf79404cd8, Yosys 0.63+post, stock flow scripts
make -C /OpenROAD-flow-scripts/flow DESIGN_CONFIG=/design/flow/config.mk WORK_HOME=/design/flow/orfs finish
```
**/design/flow/config.mk**
```make
export PLATFORM = sky130hd
export DESIGN_NAME = ALU
export DESIGN_NICKNAME = ALU
export VERILOG_FILES = /design/flow/design.v
export SDC_FILE = /design/flow/constraint.sdc
export NUM_CORES = 4
export LEC_CHECK = 1
export CORE_UTILIZATION = 50
```
**/design/flow/constraint.sdc**
```tcl
current_design ALU

set clk_period 1.0
set clk_io_pct 0.2

create_clock -name clk0 -period $clk_period [get_ports {CLK}]

set non_clock_inputs [all_inputs -no_clocks]
set_input_delay [expr $clk_period * $clk_io_pct] -clock clk0 $non_clock_inputs
set_output_delay [expr $clk_period * $clk_io_pct] -clock clk0 [all_outputs]
```
**/design/flow/design.v**
```verilog
`timescale 1ns / 1ps
module ALU #( parameter data_width=8,alu_fun_bits=4)
(input [data_width-1:0] A,
input [data_width-1:0] B,
input [alu_fun_bits-1:0] ALU_FUN,
input Enable,
input CLK,
input RST,
output reg [data_width-1:0] ALU_OUT,
output reg OUT_VALID
    );
reg [data_width-1:0] temp;
always@(posedge CLK or negedge RST)
begin
    if(!RST)
    begin
    ALU_OUT<={data_width-1{1'b0}};
    OUT_VALID<=1'b0;
    end
    else
    if(Enable)
    begin
    ALU_OUT<=temp;
    OUT_VALID<=1'b1;
    end
    else
    begin
    ALU_OUT<={data_width-1{1'b0}};
    OUT_VALID<=1'b0;
    end
end    
always@(*)
begin
    case(ALU_FUN[3:2])
    2'b00:begin
                if(ALU_FUN[1:0]==2'b00)
                begin
                    temp=A+B;
                end
                else if(ALU_FUN[1:0]==2'b01)
                begin
                    temp=A-B;
                end
                else if(ALU_FUN[1:0]==2'b10)
                begin
                    temp=A*B;
                end
                else 
                begin
                    temp=A/B;
                end
            end
    2'b01:begin
                if(ALU_FUN[1:0]==2'b00)
                begin
                    temp=A&B;
                end
                else if(ALU_FUN[1:0]==2'b01)
                begin
                    temp=A|B;
                end
                else if(ALU_FUN[1:0]==2'b10)
                begin
                    temp=~(A&B);
                end                                
                else
                begin
                    temp=~(A|B);
                end                
            end
    2'b10:begin
                if(ALU_FUN[1:0]==2'b00)
                begin
                    temp=A^B;
                end
                else if(ALU_FUN[1:0]==2'b01)
                begin
                    temp=~(A^B);
                end  
                else if(ALU_FUN[1:0]==2'b10)
                begin
                    if(A==B)
                    temp=16'b0000000000000001;
                    else
                    temp=16'b0000000000000000;
                end  
                else 
                begin
                    if(A>B)
                    temp=16'b0000000000000010;
                    else
                    temp=16'b0000000000000000;
                end                                              
            end 
    2'b11:begin
                if(ALU_FUN[1:0]==2'b00)
                begin
                    if(A<B)
                    temp=16'b0000000000000001;
                    else
                    temp=16'b0000000000000000;
                end                  
                else if(ALU_FUN[1:0]==2'b01)
                begin
                    temp=A>>1;
                end
                else if(ALU_FUN[1:0]==2'b10)
                begin
                    temp=A<<1;
                end
                else
                    temp=16'b0000000000000000;                
            end 
    default:begin
                temp=16'b0000000000000000;
            end                                                      
            endcase    
end
endmodule
```
==> run_results.csv <==
group,metric,value,unit
power,power_leakage,0.00312,uW
final_timing,timing.fmax,95.2,MHz
final_timing,drv_slew,0,
final_timing,setup_viol,8,
place,dp.final_hpwl,10.7,mm
place,dp_cells,794,
worst_setup_path,slowest_delay,0.55,ns
logic_synthesis,yosysChipArea,4010,um^2
grt,antenna_found_initial,0,
worst_setup_path,startpoint_type,"input pin",
worst_setup_path,critical_path_arrival,10.59,ns
logic_synthesis,largest_area_cell,"ha_1",
route,vias_per_cell,5.95,
route,routed-via-count,4982,
logic_synthesis,synthTopCellsByArea,"ha_1 25%, xnor2_1 8.1%, fa_1 7.0%",
power,peakVddDrop,654,uV
final_timing,hold_viol_final,0,
cts,cts.htree.levels,1,
grt,grt_pass1_vias,4519,
worst_setup_path,cpMaxStageDelayCell,"clkdlybuf4s50_1",
finish,synthToLayoutAreaGrowth,65.2,%
cts,cts_buffers,3,
final_timing,rsz0062_at_grt,"true",
worst_setup_path,required,1.09,ns
grt,track_usage,34.9,%
logic_synthesis,ys_types,60,
place,dpl_cell_area,5780,um^2
logic_synthesis,edf_count,0,
grt,grt_pass1_wl,22.5,mm
place,port_buffers,31,
cts,hold_buffers,0,
die,initial_core_util,51.9,%
die,fp.coreArea,7730,um^2
die,dieArea,8380,um^2
logic_synthesis,async_flop_share,100,%
logic_synthesis,ys_cells,533,
status,status,"complete, but fails checks",
route,diodes,0,
worst_setup_path,cpMostUsedCell,"o21a_1",
finish,stdcell_count,837,
route,routed_wl,17.5,mm
final_timing,tightest_slew,0.453,ns
cts,clock_sinks,9,
worst_setup_path,crit_fanout,8,
die,rows,32,
cts,path_clk_slew,0.04,ns
cts,cts_tree,"yes",
logic_synthesis,yosys.area.top_type_share,24.7,%
final_timing,period_minus_slack,10.50,ns
route,avgRoutedWirePerCell,20.9,um
logic_synthesis,synth_warnings,1,
logic_synthesis,postSynthCellCount,533,
route,ant_nets,0,
worst_setup_path,path_class,"in -> reg",
logic_synthesis,synth.most_common_cell,"ha_1",
logic_synthesis,numSynthFlops,9,
logic_synthesis,avgSynthCellArea,7.52,um^2
cts,clock_path_buffers,2,
route,firstDrtPassIters,5,
finish,final_layout_size_suffix_gt1_share,42.4,%
finish,fin_area,6620,um^2
status,violations,"negative setup slack",
cts,cts_root_buffer,"clkbuf_8",
route,drc,0,
place,place.gp.congestion,0.928,
job,warnings,50,
logic_synthesis,postSynthSeqShare,5.62,%
die,ios,32,
grt,grt_max_degree,25,
hold_path,hold_class,"in -> async",
logic_synthesis,netlist_area,4010,um^2
die,die_h,91.5,um
worst_setup_path,end_kind,"register",
grt,grt_remaining_overflow,0,
route,drtIter0Drc,309,
die,chipWidth,91.5,um
final_timing,slew_headroom,69.0,%
final_timing,fin_ws,-9.50,ns
power,cellPowerDensity,907,nW/um^2
finish,fillCellCount,373,
final_timing,fin_crit_sh,1050,%
logic_synthesis,ys_top_cells_by_count,"79 x ha_1, 53 x inv_1, 52 x nor2_1",
logic_synthesis,synth-main-ff-cell,"dfrtp_1",
job,drv_cap,0,
[power breakdown]
| group | internal (uW) | leakage [uW] | switching (uW) |
|---|---|---|---|
| Combinational | 2640 | 0.00298 | 2560 |
| Clock | 276 | 0.0000228 | 128 |
| Sequential | 398 | 0.000116 | 7.91 |
| Total | 3310 | 0.00312 | 2700 |
[routing by layer]
metal / track usage, % / vias to the layer above / part of all wire, %
li1: - / 2291 / -
met1: 45.7 / 2301 / 38
met3: 5.53 / 85 / 10
met4: 12.7 / 0 / 6.7
met5: 0 / - / 0
met2: 58.1 / 305 / 45
[per-stage QoR]
step | power, uW | worst slack, ns | TNS [ns] | util [%] | hold slack, ns
after floorplan | 2810 | -9.21 | -40.70 | - | -0.0956
after global placement | 4300 | -9.63 | -46.04 | 74.7 | 0.507
after detailed placement | 4370 | -9.82 | -47.00 | 74.7 | 0.513
after CTS | 5100 | -9.09 | -41.49 | 80.6 | 0.269
after global routing | 6390 | -9.89 | -45.87 | 85.7 | 0.283
final | 6010 | -9.50 | -44.66 | 85.7 | 0.261
[path summary, 6_finish.rpt]
path / from / end / slack (ns) / depth (start not counted)
max: B[0] / ALU_OUT[0] / -9.50 / 51
min: RST / ALU_OUT[2] / 0.26 / 1
max in group asynchronous: RST / ALU_OUT[6] / 0.47 / 1
min in group clk0: ALU_FUN[0] / ALU_OUT[1] / 0.59 / 5
[cells in the final DEF (no fill, tap or decap), types with 4 or more instances in the layout]
master / netlist / final
inv_1: 53 / 43
clkdlybuf4s50_1: 0 / 9
ha_1: 79 / 60
xnor2_1: 37 / 35
o21ai_2: 0 / 5
dlygate4sd2_1: 0 / 5
buf_12: 0 / 7
o211ai_1: 4 / 4
xor2_1: 9 / 7
o21a_1: 14 / 14
ha_4: 0 / 18
or2_2: 4 / 4
nor2_1: 52 / 44
fa_2: 0 / 4
mux2_4: 1 / 10
a21oi_4: 0 / 5
clkdlybuf4s15_1: 0 / 9
buf_4: 0 / 161
nor3_1: 17 / 15
fa_1: 14 / 10
nor4_1: 5 / 4
a21oi_2: 0 / 5
o21bai_1: 8 / 8
nand2_1: 31 / 29
nor2_2: 0 / 6
dfrtp_1: 9 / 9
nand3_1: 8 / 6
o21ai_0: 32 / 21
inv_2: 0 / 9
a21oi_1: 47 / 37
o21ai_1: 1 / 4
a21o_1: 8 / 8
buf_6: 0 / 23
[repair_timing]
action / in CTS / in global routing
buffers inserted: 23 / 21
endpoints found under the setup margin: 17 / 8
resized: 111 / 60
pin swaps: 50 / 39
[cells by family after synthesis]
| kind of cell | Yosys count | share of synthesized area (%) |
|---|---|---|
| AND-OR/OR-AND | 154 | 24.8 |
| XOR/XNOR | 46 | 10.1 |
| adder cells (fa/ha/maj) | 93 | 31.6 |
| buffers and inverters | 78 | 7.30 |
| flip-flops | 9 | 5.62 |
| multiplexers | 16 | 4.49 |
| AND/OR/NAND/NOR | 137 | 16.1 |
[worst max-delay path, delay by kind of cell]
family / cells / cell delay [ns]
simple gates: 12 / 2.18
buf+inv: 5 / 1.05
fa+ha+maj: 8 / 2.27
compound gates: 24 / 4.20
mux: 2 / 0.67
[flip-flops by register name, summed over array words and instances, names as in the netlist]
name       cells
ALU_OUT        8
OUT_VALID      1
[cell type report]
class / instances / area [um^2] / area share (%)
Clock buffer: 4 / 45.0 / 0.680
Inverter: 54 / 208 / 3.14
Multi-Input combinational cell: 446 / 4120 / 62.1
Sequential cell: 9 / 225 / 3.40
Tap cell: 102 / 128 / 1.93
Timing Repair Buffer: 222 / 1900 / 28.7
No activity file was given, so power comes from the tool's default toggle rates.
