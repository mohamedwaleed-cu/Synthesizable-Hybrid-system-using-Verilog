<file path="design.v">
`timescale 1ns / 1ps
module RegFile #(parameter regno=16,data_width=8,address_bits=4)(
input [data_width-1:0] WrData,
input [address_bits-1:0] Address,
input WrEn,
input RdEn,
input CLK,
input RST,
output reg [data_width-1:0] RdData,
output  [data_width-1:0] REG0,
output  [data_width-1:0] REG1,
output  [data_width-1:0] REG2,
output  [data_width-1:0] REG3,
output  [data_width-1:0] REG4,
output  [data_width-1:0] REG5
    );
reg [data_width-1:0] Reg_file [regno-1:0];
always@(posedge CLK or negedge RST)
begin
    if(!RST)
    begin
    Reg_file[0]<={data_width-1{1'b0}};
    Reg_file[1]<={data_width-1{1'b0}};
    Reg_file[2]<={data_width-1{1'b0}};
    Reg_file[3]<={data_width-1{1'b0}};
    Reg_file[4]<={data_width-1{1'b0}};
    Reg_file[5]<={data_width-1{1'b0}};
    Reg_file[6]<={data_width-1{1'b0}};
    Reg_file[7]<={data_width-1{1'b0}};
    Reg_file[8]<={data_width-1{1'b0}};
    Reg_file[9]<={data_width-1{1'b0}};
    Reg_file[10]<={data_width-1{1'b0}};
    Reg_file[11]<={data_width-1{1'b0}};
    Reg_file[12]<={data_width-1{1'b0}};
    Reg_file[13]<={data_width-1{1'b0}};
    Reg_file[14]<={data_width-1{1'b0}};
    Reg_file[15]<={data_width-1{1'b0}};
    end
    else
    begin
            if(WrEn)
            begin
            Reg_file[Address]<=WrData;
            end
            else if (RdEn)
            begin
            RdData <= Reg_file[Address];
            end
            else
            begin
            RdData<={data_width-1{1'b0}};
            end 
    end
end 
assign REG0 =Reg_file[0];
assign REG1 =Reg_file[1];
assign REG2 =Reg_file[2];
assign REG3 =Reg_file[3];
assign REG4 =Reg_file[4];
assign REG5 =Reg_file[5];
endmodule
</file>
<file path="run.sh">
#!/bin/bash
# OpenROAD 26Q1-2900-gdf79404cd8, Yosys 0.63+post, stock flow scripts
make -C /OpenROAD-flow-scripts/flow DESIGN_CONFIG=/design/flow/config.mk WORK_HOME=/design/flow/orfs finish
</file>
<file path="config.mk">
export PLATFORM = sky130hd
export DESIGN_NAME = RegFile
export DESIGN_NICKNAME = RegFile
export VERILOG_FILES = /design/flow/design.v
export SDC_FILE = /design/flow/constraint.sdc
export NUM_CORES = 4
export LEC_CHECK = 1
export CORE_UTILIZATION = 40
</file>
<file path="constraint.sdc">
current_design RegFile

set clk_period 2.5
set clk_io_pct 0.2

create_clock -name clk0 -period $clk_period [get_ports {CLK}]

set non_clock_inputs [all_inputs -no_clocks]
set_input_delay [expr $clk_period * $clk_io_pct] -clock clk0 $non_clock_inputs
set_output_delay [expr $clk_period * $clk_io_pct] -clock clk0 [all_outputs]
</file>
==> metrics.yaml <==
status:
  outcome: "finished clean"
critical_path:
  worst_setup_path_start_kind: "input pin"
  crit_type: "input pin to flip-flop"
  cpMaxStageDelayCell: "clkdlybuf4s50_1"
  path_max_fanout: 8
  path_delay_family: "buffers and inverters"
  critPathMaxStageDelay_ps: 600
  endpoint_kind: "flip-flop"
  cp.required_ps: 2740
  crit_chain: "clkdlybuf4s50_1 -> nor2b_1 -> buf_4 -> a221oi_1 -> a21o_1 -> a41oi_1"
  arrival_ps: 2380
  critPathBufInv: 2
  r2r_start: "Reg_file[3][0]$_DFFE_PN0P_"
  crit_path_start: "Address[3]"
synth:
  yosys_area_sq_um: 6500
  syn_area_sq_um: 6500
  edf_count: 8
  async_reset_ff_share_pct: 94.1
  area_leaders: "dfrtp_1 (49%), mux2_2 (20%), edfxtp_1 (3.7%), mux2_4 (3.7%), mux2i_1 (2.3%)"
  synthCells: 465
  synth_cell_types: 51
  ff_type: "dfrtp_1"
  syn_area_per_cell_sq_um: 14.0
  ys_cells: 465
  yosys_warnings: 2
  synth_area_leader_cell: "dfrtp_1"
  numSynthFlops: 136
  yosys.area.top_type_share_pct: 49.3
  synth_seq_share_pct: 53.0
routing:
  drtIter0Drc: 263
  diodes: 0
  via_count: 4264
  drt_wl_total_mm: 16.9
  wire_per_inst_um: 21.5
  viasPerCell: 5.41
  drc: 0
  dr.pass1.iters: 4
  ant_nets: 0
clock_tree:
  htreeDepth: 4
  cts_resized: 0
  postCtsHoldBufs: 0
  clk_path_buf_depth: 2
  cts_buffers: 17
  clkTransAtPathRegs_ps: 50
  cts_tree: "built"
  post-cts-setup-buffers: 0
  cts_root_buffer: "clkbuf_16"
  cts_sinks: 136
  clk_latency_ps: 410
sta:
  worstMarginPinSlew_ps: 768
  setup_ws_ps: 363
  setup_violations: 0
  rsz0062_at_grt: "no"
  period_minus_slack_ps: 2140
  finalMaxSlewViolations: 0
  fmax_mhz: 468
  period_used_pct: 85.5
  slew_headroom_pct: 48.6
  skew_ps: 5.67
  final-hold-violation-count: 0
  tns_ps: 0
placement:
  place.gp.congestion: 0.931
  hpwl_mm: 11.4
  dp_slack_ps: -30.3
  portBuffers: 71
  placedCellCount: 756
final_layout:
  area.growth.synth_to_final_pct: 27.4
  drive_gt1_share_pct: 39.5
  stdcell_count: 788
  fill_cells: 1340
power:
  p_leak_nw: 3.53
  worst_ir_drop_vdd_mv: 0.533
  power.density_nw_per_um2: 826
floorplanning:
  rows: 46
  io-pin-count: 72
  core_area_sq_um: 15900
  initCoreUtil_pct: 40.9
  die_x_um: 129
  die_height_um: 129
  dieArea_sq_um: 16800
grt:
  grt-ovfl-total: 0
  track_usage_pct: 22.7
  grt_pass1_vias: 4459
  grt_antenna_before_repair: 0
  grt_pass1_wl_mm: 26.6
  grt_max_degree: 129
worst_hold_path:
  hold_path_class: "input pin to asynchronous set/reset pin"
flow_run:
  warnings: 27
  cap_violations: 0
power by group:
part / switching (mW) / total, mW / leakage (nW) / internal (mW)
logic: 0.442 / 1.37 / 1.60 / 0.926
registers: 0.332 / 3.05 / 1.65 / 2.72
clock network: 0.900 / 2.42 / 0.283 / 1.52
Yosys cell counts (2+ instances only):
cell / n
a21o_1: 6
a21oi_1: 2
a221oi_1: 6
a2bb2oi_1: 12
a31oi_1: 3
a41oi_1: 6
and3_1: 4
buf_1: 2
buf_2: 13
buf_4: 5
clkbuf_1: 11
dfrtp_1: 128
edfxtp_1: 8
mux2_2: 118
mux2_4: 16
mux2i_1: 15
mux4_1: 2
mux4_2: 6
nand2_1: 24
nand2b_1: 3
nand3b_1: 5
nor2_1: 3
nor2_2: 10
nor2b_1: 9
nor3b_1: 3
nor4b_1: 2
o2111ai_1: 2
o21ai_0: 10
o2bb2ai_1: 6
or2_1: 2
or3_1: 3
metal layers:
metal  share of wire (%)  vias up  wire [um]  global-route usage [%]
met2                  47      129       7920                    34.9
met3                 6.5       21       1100                    5.68
met1                  45     2198       7550                    33.9
met4                 2.2        0        366                    4.86
met5                   0        -          0                       0
li1                    -     1916          -                       -
state kept, by name, indices dropped and copies added, names as in the netlist:
| signal | cells |
|---|---|
| RdData | 8 |
| Reg_file | 128 |
final cells by class:
cell class | instances | area (sq um) | area share, %
clock inverters | 6 | 61.3 | 0.741
repair buffers | 109 | 1130 | 13.6
inverters | 1 | 3.75 | 0.0453
well taps | 216 | 270 | 3.26
clock buffers | 26 | 519 | 6.27
flip-flops and latches | 136 | 3440 | 41.6
multi-input cells | 294 | 2860 | 34.5
metrics by stage:
step	utilization, %	cell area [sq um]	hold slack (ps)	power, mW
floorplan	-	6500	204	3.70
finish	52.1	8280	238	6.84
global placement	48.5	7700	481	4.43
detailed placement	48.5	7700	489	4.46
global route	52.1	8280	290	7.18
CTS	52.1	8280	293	6.90
layout by cell type (no fill, tap or decap), types with 8 or more instances in the layout:
cell,n
dfrtp_1,128
mux2_2,118
clkdlybuf4s50_1,69
buf_4,28
nand2_1,24
clkbuf_16,17
mux2_4,16
mux2i_1,15
a2bb2oi_1,12
buf_12,11
nor2_2,10
o21ai_0,10
nor2b_1,9
edfxtp_1,8
cell families after synthesis:
kind of cell	after synthesis	synth area share, %
muxes	158	29.5
DFF	136	53.0
and+or+nand+nor	78	7.49
AOI/OAI and AO/OA	58	6.93
buffers and inverters	35	3.10
worst paths after layout:
check                                              end  slack (ps)  depth (start not counted)
setup / recovery               RdData[2]$_SDFFCE_PN0P_         360                          6
hold / removal             Reg_file[13][3]$_DFFE_PN0P_         240                          2
setup reg to reg               RdData[0]$_SDFFCE_PN0P_         760                          4
hold reg to reg            Reg_file[14][1]$_DFFE_PN0P_         500                          1
max in group asynchronous   Reg_file[7][6]$_DFFE_PN0P_        1750                          2
min in group clk0          Reg_file[14][1]$_DFFE_PN0P_         500                          1
No activity file was given, so power comes from the tool's default toggle rates.
